[/design/flow/design.v]
module energy_system_all_in_one (
    input  wire clk,
    input  wire reset_n,
    input  wire p_demand_low,      
    input  wire p_demand_high,     
    input  wire p_idle,            
    input  wire is_braking,        
    input  wire battery_button,    
    output wire operating_mode0,   
    output wire operating_mode1,   
    output wire operating_mode2    
);
    wire battery_low  = ~battery_button;   
    wire battery_high =  battery_button;   
    wire battery_full =  battery_button;   
    energy_manager_fixed u_energy (
        .clk(clk),
        .reset_n(reset_n),
        .p_demand_low(p_demand_low),
        .p_demand_high(p_demand_high),
        .p_idle(p_idle),
        .is_braking(is_braking),
        .battery_low(battery_low),
        .battery_high(battery_high),
        .battery_full(battery_full),
        .operating_mode0(operating_mode0),
        .operating_mode1(operating_mode1),
        .operating_mode2(operating_mode2)
    );
endmodule
module energy_manager_fixed (
    input  wire clk,
    input  wire reset_n,
    input  wire p_demand_low,
    input  wire p_demand_high,
    input  wire p_idle,
    input  wire is_braking,
    input  wire battery_low,
    input  wire battery_high,
    input  wire battery_full,
    output reg operating_mode0,
    output reg operating_mode1,
    output reg operating_mode2
);
    parameter IDLE          = 3'b000;
    parameter ELECTRIC      = 3'b001;
    parameter DIESEL_CHARGE = 3'b010;
    parameter HYBRID_ASSIST = 3'b011;
    parameter REGEN_BRAKING = 3'b100;
    reg [2:0] current_mode, next_mode;
    always @(posedge clk or negedge reset_n) begin
        if (!reset_n)
            current_mode <= IDLE;
        else
            current_mode <= next_mode;
    end
    always @(*) begin
        next_mode = current_mode;
        case (current_mode)
            IDLE: begin
                if (p_demand_low && !is_braking && !battery_low)
                    next_mode = ELECTRIC;
                else if (p_demand_high && !is_braking && !battery_low)
                    next_mode = HYBRID_ASSIST;
                else if ((p_demand_low || p_demand_high) && battery_low && !is_braking)
                    next_mode = DIESEL_CHARGE;
                else
                    next_mode = IDLE;
            end
            ELECTRIC: begin
                if (p_demand_high && battery_high)
                    next_mode = HYBRID_ASSIST;
                else if (battery_low)
                    next_mode = DIESEL_CHARGE;
                else if (is_braking)
                    next_mode = REGEN_BRAKING;
                else if (p_idle)
                    next_mode = IDLE;
            end
            DIESEL_CHARGE: begin
                if (battery_full)
                    next_mode = ELECTRIC;
                else if (is_braking)
                    next_mode = REGEN_BRAKING;
                else if (p_idle)
                    next_mode = IDLE;    
            end
            HYBRID_ASSIST: begin
                if (is_braking)
                    next_mode = REGEN_BRAKING;
                else if (battery_low)
                    next_mode = DIESEL_CHARGE;
                else if (p_idle)
                    next_mode = IDLE;
            end
            REGEN_BRAKING: begin
                if (!is_braking && p_idle)
                    next_mode = IDLE;
                else if (!is_braking && p_demand_low)
                    next_mode = ELECTRIC;
            end
            default: next_mode = IDLE;
        endcase
    end
    always @(*) begin
        {operating_mode2, operating_mode1, operating_mode0} = current_mode;
    end
endmodule
[/design/flow/constraint.sdc]
current_design energy_system_all_in_one

set clk_period 1.7
set clk_io_pct 0.2

create_clock -name clk0 -period $clk_period [get_ports {clk}]

set non_clock_inputs [all_inputs -no_clocks]
set_input_delay [expr $clk_period * $clk_io_pct] -clock clk0 $non_clock_inputs
set_output_delay [expr $clk_period * $clk_io_pct] -clock clk0 [all_outputs]
[/design/flow/run.sh]
#!/bin/bash
# OpenROAD 26Q1-2900-gdf79404cd8, Yosys 0.63+post, stock flow scripts
make -C /OpenROAD-flow-scripts/flow DESIGN_CONFIG=/design/flow/config.mk WORK_HOME=/design/flow/orfs finish
[/design/flow/config.mk]
export PLATFORM = sky130hd
export DESIGN_NAME = energy_system_all_in_one
export DESIGN_NICKNAME = energy_system_all_in_one
export VERILOG_FILES = /design/flow/design.v
export SDC_FILE = /design/flow/constraint.sdc
export NUM_CORES = 4
export LEC_CHECK = 1
export CORE_AREA = 10 10 70 70
export DIE_AREA = 0 0 80 80
==> out/metrics.csv <==
metric,value,unit
topCellsByArea,"dfrtp_1 (32%), o21ba_4 (6.9%), o41ai_2 (6.9%), o21ai_0 (6.4%), and4bb_1 (5.3%)",
ys_types,18,
fin_crit_sh,93.0,%
ir_drop,0.203,mV
gp_congestion,0.747,
end_kind,primary output,
finalSetupViolCount,0,
die_y,80,um
core,3420,um2
drive_gt1_share,12.8,%
p_per_area,1170,nW/um2
clkTransAtPathRegs,0.04,ns
vias,264,
internal-power,312,uW
tritoncts,yes,
chip_area,6400,um2
drc,0,
rsz0062_at_grt,no,
worst-path-buf-inv,1,
finClkSkew,0.00210,ns
mostFrequentLayoutCell,clkdlybuf4s50_1,
top_register,u_energy.current_mode,
cp-start-kind,flop,
ys_sh_simple,29.3,%
clock.latency.late_pin,0.23,ns
hold_slack,0.291,ns
grt_max_degree,10,
pwr-share-comb,38.5,%
clock_tree.root_cell,clkbuf_4,
max_slew.worst_pin.slew,0.262,ns
clock_path_buffers,2,
worstPathMaxFanout,9,
grtUsageTotal,2.43,%
fp_util,6.89,%
warnings,25,
row_count,21,
port-buffer-count,9,
synth_cells,26,
top_cell_area_share,31.9,%
ios,10,
p_clk_share,25.7,%
drv_slew,0,
hold_class,in2async,
postRouteAntennaNets,0,
grt_pass1_wl,1.22,mm
r2r_end,u_energy.current_mode[1]$_DFFE_PN0P_,
die_x,80,um
antenna-diode-count,0,
synth_flops,3,
ys_seq_share,31.9,%
h-tree-depth,1,
required,1.36,ns
relSlewSlack,82.3,%
post_cts_buffers,0,
fmax,633,MHz
via_per_inst,3.11,
grt_overflow,0,
setup_tns,0,ns
sw_frac_of_total,34.9,%
mux_area_share,0,%
dpl_cell_area,383,um2
hpwl,635,um
cp_slowest_cell,clkdlybuf4s50_1,
drtIter0Drc,7,
clock-sinks,3,
yosysTopAreaCell,dfrtp_1,
top_regs,u_energy.current_mode: 3 flops,
yosys_warnings,1,
switching_power,167,uW
post-route-util,12.0,%
xor_share,0,%
ff2ff_path_depth,3,
cap_violations,0,
postCtsHoldBufs,0,
worst_path_dominant_cell_family,buffers and inverters,
dr.pass1.iters,4,
area_delta_synth_final,73.9,%
grt_pass1_vias,237,
ys_sh_adder,0,%
timing.rr.start,u_energy.current_mode[0]$_DFFE_PN0P_,
synthTopLogicFamily,AND-OR/OR-AND gates,
fin_crit,1.58,ns
yosysChipArea,235,um2
final_area,409,um2
pwr-share-seq,35.8,%
yosysCellCount,26,
largest_reg_flops,3,
wirelength,782,um
slowest_delay,0.53,ns
cts_made_buffers,3,
crit_chain,clkdlybuf4s50_1,
aoi_share,37.2,%
cp.arrival,1.24,ns
worstSetupPathType,reg2out,
post_cts_resized,0,
final_cell_mix,"clkdlybuf4s50_1 (9), o21ai_0 (3), clkbuf_4 (3), dfrtp_1 (3)",
rrSetupSlack,0.59,ns
status,finished clean,
hold_viol,0,
p_leak,0.000141,uW
syn-cell-area,235,um2
wire_per_inst,9.20,um
syn_area_per_cell,9.05,um2
antenna_found_initial,0,
## power groups by stage
stage | Combinational, uW | Clock (uW) | Sequential (uW)
CTS | 187 | 132 | 167
global route | 207 | 138 | 180
finish | 185 | 123 | 172
## area by class of cell
| type | instances | area (um2) |
|---|---|---|
| Clock buffer | 4 | 26.3 |
| Fill cell | 402 | 3010 |
| Inverter | 1 | 3.75 |
| Multi-Input combinational cell | 22 | 156 |
| Sequential cell | 3 | 75.1 |
| Tap cell | 46 | 57.6 |
| Timing Repair Buffer | 9 | 90.1 |
## routing by layer
metal  share of wire, %  vias up  track usage (%)  wire length, um
li1                   -      130                -                -
met1                 53      124             3.98              416
met2                 35       10             2.33              270
met3                 12        0             1.48               95
met4                  0        0            0.528                0
met5                  0        -                0                0
## through the flow
| stage | power [uW] | setup slack, ns | instances |
|---|---|---|---|
| 2_1_floorplan | 240 | 0.735 | 26 |
| 3_3_place_gp | 344 | 0.187 | 81 |
| 3_5_place_dp | 354 | 0.158 | 81 |
| 4_1_cts | 486 | 0.115 | 85 |
| 5_1_grt | 525 | 0.0520 | 85 |
| 6_report | 480 | 0.120 | 85 |
## cell usage after synthesis
cell type	instances
nand2b_1	2
a2bb2oi_1	1
inv_1	1
a211oi_1	1
nor3b_1	1
nor2b_1	1
nor2_1	2
and4bb_1	1
o21ba_4	1
a21boi_0	1
nor4b_1	1
o21ai_0	3
a21oi_1	2
nor3_1	2
dfrtp_1	3
o41ai_2	1
nand2_1	1
a31oi_1	1
## how the worst max path moves through the flow
| stage | cells past startpoint | slack (ns) | endpoint | from |
|---|---|---|---|---|
| after CTS | 1 | 0.12 | operating_mode1 | u_energy.current_mode[1]$_DFFE_PN0P_ |
| final | 1 | 0.12 | operating_mode0 | u_energy.current_mode[0]$_DFFE_PN0P_ |
| after global routing | 1 | 0.05 | operating_mode1 | u_energy.current_mode[1]$_DFFE_PN0P_ |
## kinds of logic after synthesis
logic type      Yosys count
buf+inv                   1
simple gates             11
compound gates           11
flops                     3
Power is estimated from default activity; no workload was simulated.
